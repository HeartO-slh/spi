**design/flow/design.v**
```verilog
module spi_master_tx_mode2#(
    parameter  REF_CLK   = 50_000_000          ,
    parameter  SPI_SCLK  = 50_000              ,
    parameter  DIV_SCLK  = REF_CLK/SPI_SCLK    ,  
    parameter  CNT_SCLK  = DIV_SCLK/2          
)(
    input    wire         In_clk    ,
    input    wire         In_rst_n  ,
    input    wire         In_tx_req ,
    input    wire    [7:0]In_tx_data,
    output   reg          Out_tx_busy ,
    output   reg          Out_spi_cs_n,
    output   reg          Out_spi_sclk,
    output   reg          Out_spi_mosi
);
    reg start;
    reg [31:0]cnt_sclk1;
    reg [31:0]cnt_sclk2;
    reg [3:0]num_bit;
    always@(posedge In_clk or negedge In_rst_n)begin
        if(In_rst_n == 1'b0)
            start <= 1'b0;
        else if((num_bit == 8)&&(cnt_sclk2 == CNT_SCLK/2 - 1))
            start <= 1'b0;
        else if(In_tx_req == 1'b1)
            start <= 1'b1;
        else
            start <= start;
    end
    always@(posedge In_clk or negedge In_rst_n)begin
        if(In_rst_n == 1'b0)
            Out_tx_busy <= 1'b0;
        else if((num_bit == 8)&&(cnt_sclk2 == CNT_SCLK/2 - 1))
            Out_tx_busy <= 1'b0;
        else if(In_tx_req == 1'b1)
            Out_tx_busy <= 1'b1;
        else
            Out_tx_busy <= Out_tx_busy;
    end
    always@(posedge In_clk or negedge In_rst_n)begin
        if(In_rst_n == 1'b0)
            Out_spi_cs_n <= 1'b1;
        else if((num_bit == 8)&&(cnt_sclk2 == CNT_SCLK/2 - 1))
            Out_spi_cs_n <= 1'b1;
        else if(In_tx_req == 1'b1)
            Out_spi_cs_n <= 1'b0;
        else
            Out_spi_cs_n <= Out_spi_cs_n;
    end
    always@(posedge In_clk or negedge In_rst_n)begin
        if(In_rst_n == 1'b0)
            cnt_sclk1 <= 'd0;
        else if(start == 1'b1)begin
            if(cnt_sclk1 == DIV_SCLK - 1)
                cnt_sclk1 <= 'd0;
            else
                cnt_sclk1 <= cnt_sclk1 + 1'b1;
        end
        else
            cnt_sclk1 <= 'd0;
    end
    always@(posedge In_clk or negedge In_rst_n)begin
        if(In_rst_n == 1'b0)
            cnt_sclk2 <= 'd0;
        else if(start == 1'b1)begin
            if(cnt_sclk2 == CNT_SCLK - 1)
                cnt_sclk2 <= 'd0;
            else
                cnt_sclk2 <= cnt_sclk2 + 1'b1;
        end
        else
            cnt_sclk2 <= 'd0;
    end
    always@(posedge In_clk or negedge In_rst_n)begin
        if(In_rst_n == 1'b0)
            Out_spi_sclk <= 1'b1;
        else if(start == 1'b1)begin
            if((cnt_sclk2 == CNT_SCLK - 1)||((num_bit == 7)&&(cnt_sclk2 == CNT_SCLK - 1)))
                Out_spi_sclk <= ~Out_spi_sclk;
            else
                Out_spi_sclk <= Out_spi_sclk;
        end
        else
            Out_spi_sclk <= 1'b1;
    end
    always@(posedge In_clk or negedge In_rst_n)begin
        if(In_rst_n == 1'b0)
            num_bit <= 'd0;
        else if(start == 1'b1)begin
            if((num_bit == 8)&&(cnt_sclk1 == CNT_SCLK/2 - 1))
                num_bit <= 'd0;
            else if(cnt_sclk1 == DIV_SCLK - 1)
                num_bit <= num_bit + 1'b1;
            else
                num_bit <= num_bit;
        end
        else
            num_bit <= num_bit;
    end
    always@(posedge In_clk or negedge In_rst_n)begin
        if(In_rst_n == 1'b0)
            Out_spi_mosi <= 1'bx;
        else if(start==1'b1)begin
            if(cnt_sclk1 == 0)begin
                case(num_bit)
                    0:Out_spi_mosi <= In_tx_data[7];
                    1:Out_spi_mosi <= In_tx_data[6];
                    2:Out_spi_mosi <= In_tx_data[5];
                    3:Out_spi_mosi <= In_tx_data[4];
                    4:Out_spi_mosi <= In_tx_data[3];
                    5:Out_spi_mosi <= In_tx_data[2];
                    6:Out_spi_mosi <= In_tx_data[1];
                    7:Out_spi_mosi <= In_tx_data[0];
                endcase
            end
            else
                Out_spi_mosi <= Out_spi_mosi;
        end
        else
            Out_spi_mosi <= 1'bx;
    end
endmodule
```
**design/flow/run.sh**
```bash
#!/bin/bash
# OpenROAD 26Q1-2900-gdf79404cd8, Yosys 0.63+post, stock flow scripts
make -C /OpenROAD-flow-scripts/flow DESIGN_CONFIG=/design/flow/config.mk WORK_HOME=/design/flow/orfs finish
```
**design/flow/config.mk**
```make
export PLATFORM = sky130hd
export DESIGN_NAME = spi_master_tx_mode2
export DESIGN_NICKNAME = spi_master_tx_mode2
export VERILOG_FILES = /design/flow/design.v
export SDC_FILE = /design/flow/constraint.sdc
export NUM_CORES = 4
export LEC_CHECK = 1
export CORE_UTILIZATION = 40
```
**design/flow/constraint.sdc**
```tcl
current_design spi_master_tx_mode2

set clk_period 3.9
set clk_io_pct 0.2

create_clock -name clk0 -period $clk_period [get_ports {In_clk}]

set non_clock_inputs [all_inputs -no_clocks]
set_input_delay [expr $clk_period * $clk_io_pct] -clock clk0 $non_clock_inputs
set_output_delay [expr $clk_period * $clk_io_pct] -clock clk0 [all_outputs]
```
==> deck_impl_summary.md <==
Run Summary

Worst setup path
  • Top Family by Delay on Critical Path: flip-flops
  • Buf/Inv on CP: 1
  • Crit path launch type: register
  • Worst setup path startpoint: start
  • Crit path DAT: 1390 ps
  • Reg2Reg Launch Point: cnt_sclk1[0]
  • Worst setup path category: register to primary output
  • CP required: 3120 ps
  • R2R Path End: cnt_sclk1[26]
  • CP max FO: 10
  • CP max stage delay: 540 ps
  • Worst path depth: 1
  • Worst-path cell chain: clkdlybuf4s50_1
  • Reg2Reg Setup Slack: 1770 ps
  • Worst R2R Path Depth: 6
  • Slowest cell on crit path: dfrtp_1
  • CP endpoint kind: primary output
  • Worst setup path endpoint: Out_tx_busy

Floorplan
  • IO Count: 15
  • Core area: 9330 um2
  • Die area: 10100 um2
  • Fp_density: 41.6%
  • Row cnt: 35
  • Die height: 100 um
  • Die Wd: 100 um

Clock tree
  • CTS tree: built
  • Clock slew at reported path FFs: 80 ps
  • Clock sink count: 72
  • CTS HTree Levels: 3
  • Hold-fix buffers, CTS: 0
  • CTS buffer count: 9
  • Bufs on Longest Clock Path: 2
  • CTS root buf: clkbuf_8
  • Setup bufs post-CTS: 0
  • Post_cts resized: 0
  • Clk ins delay skew pair: 340 ps

Synthesis
  • Post-Synthesis Cells: 413
  • Flops out of synthesis: 72
  • Number of synthesized flops with an enable pin: 0
  • Post-Synth Simple-Gate Area: 29.3%
  • Post-Synth XOR/XNOR Area: 13.5%
  • Yosys cell count: 413
  • Synth Warn #: 1
  • Distinct lib cells used: 44
  • Top_reg_cell synth: dfrtp_1
  • Post-Synth Adder-Cell Area: 2.90%
  • Sequential area share after synthesis: 46.5%
  • Main logic family: simple AND/OR/NAND/NOR gates
  • Post-synth ARST share: 100%
  • Yosys stat area: 3880 um2
  • Mux cell area share: 0.548%
  • Mean Syn Cell Area: 9.39 um2
  • Post-Synth AOI/OAI Area: 3.51%
  • Mapped Area: 3880 um2

Timing
  • Unrepaired setup endpoints after global routing: no
  • Final Hold Vio Count: 0
  • Final Slew Violations: 0
  • Setup Skew: 12.2 ps
  • WHS: 445 ps
  • Worst-Margin Slew: 598 ps
  • Period minus WS final: 2170 ps
  • FMAX: 460 MHz
  • Tcrit/Tclk final: 55.7%
  • Setup violations, final: 0
  • Max transition margin: 59.8%
  • Setup TNS: 0 ps

Drt
  • Via density: 5.06
  • DRC Markers: 0
  • # diodes: 0
  • Vias: 2849
  • Antenna-violating nets left: 0
  • Initial DRC Count: 135
  • Wire length per cell: 12.7 um
  • DRT Wirelength: 7.15 mm
  • Drt pass-1 iters: 4

Final layout
  • Most frequent logic cell in the layout: nor2_1
  • Top cells excl fill/tap: 82 x nor2_1, 70 x dfrtp_1, 33 x xnor2_1
  • Layout cells sized above 1: 7.83%
  • Area grow syn2layout: 11.9%

Global route
  • Grt total ovfl: 0
  • Pin count of the biggest net entering global routing: 47
  • Initial antenna violation count: 0
  • Met1 track demand over resource: 25.6%
  • Met2 Resource Use GR: 23.1%
  • First-pass GRT wire length: 12.7 mm
  • GRT Total Usage: 15.7%
  • Grt met3 use: 3.24%
  • Number of global-route vias before repair: 2718
  • GR peak layer: met1

Worst hold path
  • Hold Path Class: primary input to asynchronous set/reset pin

Pwr
  • Power per Cell Area: 405 nW/um2
  • VDD IR max: 181 uV
  • Cell leakage power: 1.89 nW

Placed design
  • Buffers added on ports: 14
  • Detail Placement HPWL: 4.81 mm
  • Final GP Congestion: 0.826

Job
  • Log Warnings: 31
  • Max Cap Viol: 0

Outcome
  • Status: completed
[area by class of cell]
class | instances | area (um2)
Sequential cell | 72 | 1800
Inverter | 21 | 78.8
Fill cell | 870 | 4990
Multi-Input combinational cell | 308 | 1930
Clock inverter | 3 | 42.5
Timing Repair Buffer | 17 | 160
Clock buffer | 13 | 159
Tap cell | 129 | 161
[layer usage]
metal | share of wire [%] | vias to the layer above
li1 | - | 1439
met1 | 52 | 1362
met2 | 43 | 44
met3 | 3.6 | 4
met4 | 0.85 | 0
met5 | 0 | -
[synthesized netlist by cell type (2+ instances only)]
library cell  count  share of area (%)
nand4_1          20                3.2
xnor2_1          33                7.4
and4_1            6                1.4
clkbuf_1          2               0.19
o21ai_1           2               0.26
buf_4             2               0.39
dfrtp_1          70                 45
or3_1             2               0.32
nand3_1          28                3.6
inv_1            21                2.0
ha_1              9                2.9
nor3_2            3               0.77
nor3_1            9                1.2
nor4_1           15                2.4
nor2_2            3               0.48
a21oi_1           3               0.39
or4_1             3               0.58
a21o_1            2               0.39
dfstp_2           2                1.4
nand3b_1          3               0.58
and3_1            6               0.97
nor2_1           82                7.9
xor2_1           27                6.1
nor4_4            2                1.1
o21ai_0           3               0.39
nand2_1          27                2.6
buf_2             8                1.0
a22oi_1           3               0.58
nor4_2            2               0.64
[kinds of logic (layout without fill, tap and decap cells)]
family | Yosys count | count (layout)
buf+inv | 33 | 54
compound gates | 20 | 20
flops | 72 | 72
mux | 2 | 2
simple gates | 217 | 217
fa+ha+maj | 9 | 9
xor+xnor | 60 | 60
[power by group]
group / total, mW / leakage [nW] / switching (mW) / internal (mW)
logic: 0.233 / 0.822 / 0.117 / 0.116
clock network: 0.595 / 0.0996 / 0.265 / 0.330
registers: 0.931 / 0.964 / 0.107 / 0.824
[worst min path at each step]
stage | end | startpoint | slack [ps]
after global routing | cnt_sclk2[11] | In_rst_n | 470
after CTS | cnt_sclk2[11] | In_rst_n | 460
final | cnt_sclk2[11] | In_rst_n | 450
[through the flow]
stage / worst slack, ps / power (mW) / instances / area (um2) / util [%]
3_3_place_gp: 1770 / 1.17 / 547 / 4140 / 44.4
4_1_cts: 1690 / 1.78 / 563 / 4340 / 46.5
6_report: 1730 / 1.76 / 563 / 4340 / 46.5
3_5_place_dp: 1750 / 1.18 / 547 / 4140 / 44.4
2_1_floorplan: 2020 / 1.09 / 413 / 3880 / -
5_1_grt: 1460 / 1.86 / 563 / 4340 / 46.5
[sequential cells by signal, summed over array words and instances (netlist names)]
register,count
Out_spi_mosi,1
cnt_sclk1,32
Out_spi_sclk,1
start,1
num_bit,4
Out_spi_cs_n,1
cnt_sclk2,32
Power and IR drop assume default switching activity.

==> design/flow/design.v <==
module spi_master_tx_mode0#(
    parameter  REF_CLK   = 50_000_000          ,
    parameter  SPI_SCLK  = 50_000              ,
    parameter  DIV_SCLK  = REF_CLK/SPI_SCLK    ,  
    parameter  CNT_SCLK  = DIV_SCLK/2          
)(
    input    wire         In_clk    ,
    input    wire         In_rst_n  ,
    input    wire         In_tx_req ,
    input    wire    [7:0]In_tx_data,
    output   reg          Out_tx_busy ,
    output   reg          Out_spi_cs_n,
    output   reg          Out_spi_sclk,
    output   reg          Out_spi_mosi
);
    reg start;
    reg [31:0]cnt_sclk1;
    reg [31:0]cnt_sclk2;
    reg [3:0]num_bit;
    always@(posedge In_clk or negedge In_rst_n)begin
        if(In_rst_n == 1'b0)
            start <= 1'b0;
        else if((num_bit == 8)&&(cnt_sclk2 == CNT_SCLK/2 - 1))
            start <= 1'b0;
        else if(In_tx_req == 1'b1)
            start <= 1'b1;
        else
            start <= start;
    end
    always@(posedge In_clk or negedge In_rst_n)begin
        if(In_rst_n == 1'b0)
            Out_tx_busy <= 1'b0;
        else if((num_bit == 8)&&(cnt_sclk2 == CNT_SCLK/2 - 1))
            Out_tx_busy <= 1'b0;
        else if(In_tx_req == 1'b1)
            Out_tx_busy <= 1'b1;
        else
            Out_tx_busy <= Out_tx_busy;
    end
    always@(posedge In_clk or negedge In_rst_n)begin
        if(In_rst_n == 1'b0)
            Out_spi_cs_n <= 1'b1;
        else if((num_bit == 8)&&(cnt_sclk2 == CNT_SCLK/2 - 1))
            Out_spi_cs_n <= 1'b1;
        else if(In_tx_req == 1'b1)
            Out_spi_cs_n <= 1'b0;
        else
            Out_spi_cs_n <= Out_spi_cs_n;
    end
    always@(posedge In_clk or negedge In_rst_n)begin
        if(In_rst_n == 1'b0)
            cnt_sclk1 <= 'd0;
        else if(start == 1'b1)begin
            if(cnt_sclk1 == DIV_SCLK - 1)
                cnt_sclk1 <= 'd0;
            else
                cnt_sclk1 <= cnt_sclk1 + 1'b1;
        end
        else
            cnt_sclk1 <= 'd0;
    end
    always@(posedge In_clk or negedge In_rst_n)begin
        if(In_rst_n == 1'b0)
            cnt_sclk2 <= 'd0;
        else if(start == 1'b1)begin
            if(cnt_sclk2 == CNT_SCLK - 1)
                cnt_sclk2 <= 'd0;
            else
                cnt_sclk2 <= cnt_sclk2 + 1'b1;
        end
        else
            cnt_sclk2 <= 'd0;
    end
    always@(posedge In_clk or negedge In_rst_n)begin
        if(In_rst_n == 1'b0)
            Out_spi_sclk <= 1'b0;
        else if(start == 1'b1)begin
            if((cnt_sclk2 == CNT_SCLK - 1)||((num_bit == 7)&&(cnt_sclk2 == CNT_SCLK - 1)))
                Out_spi_sclk <= ~Out_spi_sclk;
            else
                Out_spi_sclk <= Out_spi_sclk;
        end
        else
            Out_spi_sclk <= 1'b0;
    end
    always@(posedge In_clk or negedge In_rst_n)begin
        if(In_rst_n == 1'b0)
            num_bit <= 'd0;
        else if(start == 1'b1)begin
            if((num_bit == 8)&&(cnt_sclk1 == CNT_SCLK/2 - 1))
                num_bit <= 'd0;
            else if(cnt_sclk1 == DIV_SCLK - 1)
                num_bit <= num_bit + 1'b1;
            else
                num_bit <= num_bit;
        end
        else
            num_bit <= num_bit;
    end
    always@(posedge In_clk or negedge In_rst_n)begin
        if(In_rst_n == 1'b0)
            Out_spi_mosi <= 1'bx;
        else if(start==1'b1)begin
            if(cnt_sclk1 == 0)begin
                case(num_bit)
                    0:Out_spi_mosi <= In_tx_data[7];
                    1:Out_spi_mosi <= In_tx_data[6];
                    2:Out_spi_mosi <= In_tx_data[5];
                    3:Out_spi_mosi <= In_tx_data[4];
                    4:Out_spi_mosi <= In_tx_data[3];
                    5:Out_spi_mosi <= In_tx_data[2];
                    6:Out_spi_mosi <= In_tx_data[1];
                    7:Out_spi_mosi <= In_tx_data[0];
                endcase
            end
            else
                Out_spi_mosi <= Out_spi_mosi;
        end
        else
            Out_spi_mosi <= 1'bx;
    end
endmodule
==> design/flow/run.sh <==
#!/bin/bash
# OpenROAD 26Q1-2900-gdf79404cd8, Yosys 0.63+post, stock flow scripts
make -C /OpenROAD-flow-scripts/flow DESIGN_CONFIG=/design/flow/config.mk WORK_HOME=/design/flow/orfs finish
==> design/flow/config.mk <==
export PLATFORM = sky130hd
export DESIGN_NAME = spi_master_tx_mode0
export DESIGN_NICKNAME = spi_master_tx_mode0
export VERILOG_FILES = /design/flow/design.v
export SDC_FILE = /design/flow/constraint.sdc
export NUM_CORES = 4
export LEC_CHECK = 1
export CORE_UTILIZATION = 50
==> design/flow/constraint.sdc <==
current_design spi_master_tx_mode0

set clk_period 6.4
set clk_io_pct 0.2

create_clock -name clk0 -period $clk_period [get_ports {In_clk}]

set non_clock_inputs [all_inputs -no_clocks]
set_input_delay [expr $clk_period * $clk_io_pct] -clock clk0 $non_clock_inputs
set_output_delay [expr $clk_period * $clk_io_pct] -clock clk0 [all_outputs]
==> qor.txt <==
status: finished, final reports clean
fraction of layout cells with a size suffix above 1: 0.09615
max layer used: met4
clock-pin slew on the worst setup and hold paths: 70 ps
Hold Vio Cnt, Final: 0
Max Root-Sink Buffers: 2
Synth Instances: 393
post-synth top area cell: dfrtp_1
R2R Path Start: cnt_sclk1[20]
WL final: 7541 um
R2R depth: 6
Die Span Y: 89.69 um
number of enable flip-flop cells: 0
metal3 WL: 277 um
Worst EP required: 5120 ps
static leakage: 0.001930 uW
DP HPWL: 4944 um
cts-stage hold buffer count: 0
setup TNS: 0 ps
hold endpoint: Out_spi_mosi
# Cells Yosys: 393
Die Width: 89.69 um
WP buf/inv: 1
row cnt: 31
CTS tree: yes
post-synthesis cell area: 3845 um^2
Crit path arrival time: 1340 ps
Ant. Diodes: 0
worst hold path type: flip-flop to flip-flop
crit end category: primary output
cell at the root of the clock tree: clkbuf_8
most numerous logic cell after layout: nor2_1
slowest stage cell, crit path: clkdlybuf4s50_1
Least-Margin Pin Slew: 847.8 ps
Final ANT Viol Nets: 0
Power Density: 214.0 nW/um^2
H-tree levels: 3
CP max FO: 6
P&R area growth vs syn: 13.08%
Log Warnings: 31
R2R setup slack: 4220 ps
initial antenna violation count: 0
chip area: 8044 um^2
Worst slew margin: 0.4301
critical path's top delay family: buffers and inverters
Avg Cell Area, Syn: 9.784 um^2
HP Start: Out_spi_mosi
met1 WL: 4037 um
number of synthesized register bits: 72
biggest area cells: dfrtp_1 46%, xor2_1 11%, nor2_1 7.3%
DR pass1 iterations: 4
f_max: 381.8 MHz
most instantiated logic cells after routing: 75 x nor2_1, 71 x dfrtp_1, 48 x xor2_1, 29 x nand4_1, 27 x nand3_1
Layout Skew: 8.356 ps
Latency at later pin: 340 ps
Worst setup SP type: flip-flop
DRC Markers: 0
Placed Instances: 499
Via density: 5.483
met2 wire length: 3152 um
crit path cell chain: clkdlybuf4s50_1
Slew Limit Fails: 0
Total Routing Usage GR: 0.2065
initial core utilization: 0.5245
vias in the first global route: 2,598
Max IR drop VDD: 126.8 uV
total number of vias: 2,824
Final Non-Filler Cells: 515
CTS sink count: 72
GPL Wtd Cong: 0.7963
first-iteration detailed-routing DRC count: 73
r2r endpoint: cnt_sclk1[27]
Top-area cell share: 0.4621
Post-CTS Setup Repair Bufs: 0
Crit Path Category: flip-flop to primary output
# IOs: 15
port bufs: 14
CTS buffer count: 9
final tally of setup violations: 0
minimum clock period: 2619 ps
YS chip area: 3845 um^2
dominant register cell: dfrtp_1
cts repair resizes: 0
total congestion overflow: 0
RSZ-0062 raised after global routing: no
Seq share, synth: 0.4689
global-route wire length before repair: 12,440 um
Core Box Area: 7331 um^2
Routed WL per cell: 14.64 um
CP max stage delay: 510 ps
distinct cell type count of the synthesized netlist: 46
Yosys warnings: 1
Max Cap Viol: 0
fin crit share: 0.4093
fraction of registers with async set/reset: 1.000
Hold Crit Depth: 1
largest net degree at the start of global routing: 45
[per-stage QoR]
step | setup WS (ps) | hold slack, ps | util | cell area (um^2) | total power, uW
final | 3781 | 503.8 | 0.5931 | 4348 | 930.5
after global routing | 3721 | 526.0 | 0.5931 | 4348 | 957.4
after CTS | 3756 | 505.9 | 0.5931 | 4348 | 944.6
after detailed placement | 3705 | 489.8 | 0.5571 | 4084 | 481.1
after global placement | 3732 | 473.9 | 0.5571 | 4084 | 481.0
after floorplan | 4181 | 439.2 | - | 3845 | 464.8
[worst max path at each step]
stage | slack, ps | to | depth (start not counted) | startpoint
final | 3780 | Out_tx_busy | 1 | start
after global routing | 3720 | Out_tx_busy | 1 | start
after CTS | 3760 | Out_tx_busy | 1 | start
[sequential cells by signal, summed over array words and instances (netlist names)]
register and cells:
num_bit 4, Out_spi_mosi 1, start 1, Out_spi_sclk 1
Out_spi_cs_n 1, cnt_sclk1 32, cnt_sclk2 32
[power by group]
part / switching, uW / internal, uW / total (uW)
combinational: 9.81 / 6.45 / 16.3
sequential: 0.162 / 455 / 455
clock: 167 / 292 / 459
total: 177 / 753 / 931
[kinds of logic (layout without fill, tap and decap cells)]
kind of cell    Yosys count  count (layout)  synth area share
compound gates           16              16           0.03710
xor+xnor                 62              62            0.1412
flops                    72              72            0.4689
mux                       3               3          0.008786
buf+inv                  20              43           0.02148
fa+ha+maj                 9               9           0.02929
simple gates            211             211            0.2932
[area by class of cell]
type                            count  area, um^2
Tap cell                           99       123.9
Clock inverter                      4       98.84
Sequential cell                    72        1803
Inverter                           10       37.54
Clock buffer                       12       165.2
Fill cell                         607        2983
Timing Repair Buffer               17       160.2
Multi-Input combinational cell    301        1959
[Yosys cell counts (3+ instances only)]
library cell / instances
ha_1: 9
dfrtp_1: 71
clkbuf_1: 4
a21oi_1: 3
xor2_1: 48
nand4_1: 29
nand3_1: 27
nor3_1: 5
and3_1: 9
xnor2_1: 14
buf_2: 6
and4_1: 6
inv_1: 10
nand2_1: 21
nor2_1: 75
nor4_1: 14
or4_1: 5
[per-layer routing]
| metal | vias up | global-route usage |
|---|---|---|
| met5 | - | 0 |
| met4 | 0 | 0.02453 |
| met3 | 10 | 0.03892 |
| met2 | 41 | 0.2913 |
| met1 | 1346 | 0.3579 |
| li1 | 1427 | - |
No activity file was given, so power comes from the tool's default toggle rates.

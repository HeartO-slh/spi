==> ./design.v <==
module spi_master_tx_mode1#(
    parameter  REF_CLK   = 50_000_000          ,
    parameter  SPI_SCLK  = 50_000              ,
    parameter  DIV_SCLK  = REF_CLK/SPI_SCLK    ,  
    parameter  CNT_SCLK  = DIV_SCLK/2          
)(
    input    wire         In_clk    ,
    input    wire         In_rst_n  ,
    input    wire         In_tx_req ,
    input    wire    [7:0]In_tx_data,
    output   reg          Out_tx_busy ,
    output   reg          Out_spi_cs_n,
    output   reg          Out_spi_sclk,
    output   reg          Out_spi_mosi
);
    reg start;
    reg [31:0]cnt_sclk1;
    reg [31:0]cnt_sclk2;
    reg [3:0]num_bit;
    always@(posedge In_clk or negedge In_rst_n)begin
        if(In_rst_n == 1'b0)
            start <= 1'b0;
        else if((num_bit == 7)&&(cnt_sclk1 == DIV_SCLK - 1))
            start <= 1'b0;
        else if(In_tx_req == 1'b1)
            start <= 1'b1;
        else
            start <= start;
    end
    always@(posedge In_clk or negedge In_rst_n)begin
        if(In_rst_n == 1'b0)
            Out_tx_busy <= 1'b0;
        else if((num_bit == 7)&&(cnt_sclk1 == DIV_SCLK - 1))
            Out_tx_busy <= 1'b0;
        else if(In_tx_req == 1'b1)
            Out_tx_busy <= 1'b1;
        else
            Out_tx_busy <= Out_tx_busy;
    end
    always@(posedge In_clk or negedge In_rst_n)begin
        if(In_rst_n == 1'b0)
            Out_spi_cs_n <= 1'b1;
        else if((num_bit == 7)&&(cnt_sclk1 == DIV_SCLK - 1))
            Out_spi_cs_n <= 1'b1;
        else if(In_tx_req == 1'b1)
            Out_spi_cs_n <= 1'b0;
        else
            Out_spi_cs_n <= Out_spi_cs_n;
    end
    always@(posedge In_clk or negedge In_rst_n)begin
        if(In_rst_n == 1'b0)
            cnt_sclk1 <= 'd0;
        else if(start == 1'b1)begin
            if(cnt_sclk1 == DIV_SCLK - 1)
                cnt_sclk1 <= 'd0;
            else
                cnt_sclk1 <= cnt_sclk1 + 1'b1;
        end
        else
            cnt_sclk1 <= 'd0;
    end
    always@(posedge In_clk or negedge In_rst_n)begin
        if(In_rst_n == 1'b0)
            cnt_sclk2 <= 'd0;
        else if(start == 1'b1)begin
            if(cnt_sclk2 == CNT_SCLK - 1)
                cnt_sclk2 <= 'd0;
            else
                cnt_sclk2 <= cnt_sclk2 + 1'b1;
        end
        else
            cnt_sclk2 <= 'd0;
    end
    always@(posedge In_clk or negedge In_rst_n)begin
        if(In_rst_n == 1'b0)
            Out_spi_sclk <= 1'b0;
        else if((start == 1'b1))begin
            if((cnt_sclk2 == 0)&&(num_bit<=7))
                Out_spi_sclk <= ~Out_spi_sclk;
            else
                Out_spi_sclk <= Out_spi_sclk;
        end
        else
            Out_spi_sclk <= 1'b0;
    end
    always@(posedge In_clk or negedge In_rst_n)begin
        if(In_rst_n == 1'b0)
            num_bit <= 'd0;
        else if(start == 1'b1)begin
            if((num_bit == 7)&&(cnt_sclk1 == DIV_SCLK - 1))
                num_bit <= 'd0;
            else if(cnt_sclk1 == DIV_SCLK - 1)
                num_bit <= num_bit + 1'b1;
            else
                num_bit <= num_bit;
        end
        else
            num_bit <= num_bit;
    end
    always@(posedge In_clk or negedge In_rst_n)begin
        if(In_rst_n == 1'b0)
            Out_spi_mosi <= 1'bx;
        else if(start==1'b1)begin
            if(cnt_sclk2 == 0)begin
                case(num_bit)
                    0:Out_spi_mosi <= In_tx_data[7];
                    1:Out_spi_mosi <= In_tx_data[6];
                    2:Out_spi_mosi <= In_tx_data[5];
                    3:Out_spi_mosi <= In_tx_data[4];
                    4:Out_spi_mosi <= In_tx_data[3];
                    5:Out_spi_mosi <= In_tx_data[2];
                    6:Out_spi_mosi <= In_tx_data[1];
                    7:Out_spi_mosi <= In_tx_data[0];
                endcase
            end
            else
                Out_spi_mosi <= Out_spi_mosi;
        end
        else
            Out_spi_mosi <= 1'bx;
    end
endmodule
==> ./run.sh <==
#!/bin/bash
# OpenROAD 26Q1-2900-gdf79404cd8, Yosys 0.63+post, stock flow scripts
make -C /OpenROAD-flow-scripts/flow DESIGN_CONFIG=/design/flow/config.mk WORK_HOME=/design/flow/orfs finish
==> ./config.mk <==
export PLATFORM = sky130hd
export DESIGN_NAME = spi_master_tx_mode1
export DESIGN_NICKNAME = spi_master_tx_mode1
export VERILOG_FILES = /design/flow/design.v
export SDC_FILE = /design/flow/constraint.sdc
export NUM_CORES = 4
export LEC_CHECK = 1
export CORE_UTILIZATION = 40
==> ./constraint.sdc <==
current_design spi_master_tx_mode1

set clk_period 6.6
set clk_io_pct 0.2

create_clock -name clk0 -period $clk_period [get_ports {In_clk}]

set non_clock_inputs [all_inputs -no_clocks]
set_input_delay [expr $clk_period * $clk_io_pct] -clock clk0 $non_clock_inputs
set_output_delay [expr $clk_period * $clk_io_pct] -clock clk0 [all_outputs]
==> deck_impl_summary.md <==
Run Summary

Placed design
  – Detailed Place HPWL: 5906 um
  – Dpl cells: 575
  – Port buffer count: 14
  – DP Area: 4388 um^2
  – RePlAce Congestion: 0.8472

Clocking
  – Cts hold-fix bufs: 0
  – Post CTS Setup Buffer Count: 0
  – Late-Pin Clk Latency: 0.34 ns
  – Reg clk slew, reported paths: 0.08 ns
  – Clk sinks: 72
  – Resized cells post-CTS: 0
  – H-tree depth: 3
  – CTS tree: done
  – Max Root-Sink Buffers: 2
  – Root buffer cell: clkbuf_8
  – CTS Buf Count: 9

Critical path
  – Buffers & Inverters on Critical Path: 1
  – Reg2Reg Launch Point: cnt_sclk2[0]
  – Setup Crit Path Kind: reg -> out
  – Crit-path cells: clkdlybuf4s50_1
  – CP required: 5.28 ns
  – CP Launch Type: flip-flop
  – Worst R2R Path Depth: 5
  – Slowest stage cell, crit path: dfrtp_1
  – Worst path top cell family by delay: flip-flops
  – Worst-path fanout max: 18
  – Reg2reg setup slack: 4.28 ns
  – WP data arrival: 1.64 ns
  – Max stage delay on crit path: 0.72 ns
  – Crit path capture type: output port
  – R2r endpoint: cnt_sclk2[24]
  – Stages on the worst setup path: 1

Route
  – Routed Antenna Nets: 0
  – Initial DRC count: 119
  – Final wirelength: 8840 um
  – Detailed Routing Iterations Pass 1: 4
  – Drt wl/cell: 14.96 um
  – Total number of vias: 3420
  – Drt drc: 0
  – Diode count: 0
  – DR vias/cell: 5.787

Floorplan
  – Chip height: 104.1 um
  – Core Region: 9955 um^2
  – DIE AREA: 10840 um^2
  – IO Count: 15
  – Std-Cell Rows: 36
  – Die X: 104.1 um
  – Fp_density: 41.91%

STA
  – Hold_ws: 0.4831 ns
  – Fmax: 338.1 MHz
  – Setup Skew: 0.008292 ns
  – Final critical-path required period: 2.957 ns
  – Final setup viols: 0
  – Ratio of final minimum period to clock period: 44.81%
  – Slew margin rel.: 56.46%
  – Final Max-Slew Violation Tally: 0
  – Fin. Hold Viols: 0
  – Post-route setup TNS: 0 ns
  – Slew @ Worst Pin: 0.6532 ns
  – Setup repair after global routing missed its margin: no

Synth
  – Yosys Warn Count: 1
  – Ys async rst share: 100.0%
  – Synthesis area per yosys: 4172 um^2
  – Netlist cell types: 55
  – Cell Area, Synth: 4172 um^2
  – Number of flops mapped to enable cells by yosys: 0
  – Cells after Synth: 451
  – Most used flip-flop cell: dfrtp_1
  – Cell count in the Yosys report: 451
  – Post-synthesis sequential area ratio: 43.22%
  – Post-Syn Area per Cell: 9.249 um^2
  – Synth flops: 72

Power and ir drop
  – Peak VDD IR: 0.1406 mV
  – Leak: 1.763 nW
  – Flop pwr share: 51.5%
  – P_int: 0.6811 mW
  – Clock power frac: 46.5%
  – Pwr Density: 185.5 nW/um^2
  – Switching power: 0.1758 mW
  – Switching portion of total power: 20.51%
  – Combinational power share: 2.0%

Job
  – Tool warnings: 29
  – Max-cap viol count: 0

Worst hold path
  – Hold Path Origin: cnt_sclk1[0]
  – Worst Hold Class: reg -> reg
  – Worst Hold Path EP: cnt_sclk1[0]
  – Cells on Worst Hold Path: 1

Final layout
  – Final instance area: 4618 um^2
  – FILL cells: 932
  – Area grow syn2layout: 10.71%
  – Layout cells sized above 1: 9.170%
  – Cell Count, Final, Fillers Out: 591

GRT
  – Initial antenna violation count: 0
  – First-pass GRT wire length: 15120 um
  – Pin count of the biggest net entering global routing: 52
  – Total GRT Usage: 17.21%
  – GRT Residual Overflow: 0
  – Vias in the first global route: 3222

Status
  – Outcome: finished, final reports clean
## worst max path at each step
stage | start | endpoint | slack, ns
CTS | start | Out_tx_busy | 3.62
global route | start | Out_tx_busy | 3.53
finish | start | Out_tx_busy | 3.64
## cell families (layout without fill, tap and decap cells)
| kind of cell | count (synthesis) | count (layout) | synth area share [%] |
|---|---|---|---|
| XOR/XNOR | 23 | 23 | 4.829 |
| flip-flops | 72 | 72 | 43.22 |
| AND/OR/NAND/NOR | 201 | 201 | 28.25 |
| adder cells (fa/ha/maj) | 7 | 7 | 2.099 |
| AND-OR/OR-AND | 88 | 88 | 13.98 |
| multiplexers | 10 | 10 | 2.549 |
| buffers and inverters | 50 | 57 | 5.069 |
## placed cells by master (no fill, tap or decap), types with 7 or more instances in the layout
| cell type | n |
|---|---|
| dfrtp_1 | 71 |
| nor2_1 | 36 |
| a21oi_1 | 32 |
| nand2_1 | 30 |
| nor4_1 | 24 |
| inv_1 | 22 |
| nand3_1 | 19 |
| nand4_1 | 18 |
| or3_1 | 17 |
| or4_1 | 15 |
| o21ai_0 | 14 |
| o31ai_1 | 13 |
| xnor2_1 | 13 |
| clkdlybuf4s50_1 | 13 |
| and4_1 | 11 |
| clkbuf_8 | 11 |
| xor2_1 | 10 |
| nor3_1 | 8 |
| ha_1 | 7 |
## final cells by class
cell class,instances,area (um^2),share of cell area (%)
clock buffer,11,151.4,3.278
clock inverter,5,78.83,1.707
inverter,23,86.33,1.869
multi-input combinational,329,2165,46.87
sequential,72,1803,39.04
tap,133,166.4,3.603
timing repair buffer,18,167.7,3.630
## cells in the mapped netlist, types with 3 or more instances
library cell	number	share of area, %
dfrtp_1	71	43
nor2_1	36	3.2
a21oi_1	32	3.8
nand2_1	30	2.7
nor4_1	24	3.6
inv_1	22	2.0
nand3_1	19	2.3
nand4_1	18	2.7
or3_1	17	2.5
clkbuf_1	16	1.4
or4_1	15	2.7
o21ai_0	14	1.7
o31ai_1	13	2.3
xnor2_1	13	2.7
and4_1	11	2.3
xor2_1	10	2.1
nor3_1	8	0.96
ha_1	7	2.1
o311ai_0	6	1.3
buf_2	5	0.60
mux2_2	5	1.3
mux2i_1	5	1.2
o41ai_1	4	0.84
a22oi_1	3	0.54
a41oi_1	3	0.63
and3_1	3	0.45
## metrics by stage
| stage | utilization (%) | worst slack, ns | total power, mW |
|---|---|---|---|
| 6_report | 46.39 | 3.643 | 0.8568 |
| 5_1_grt | 46.39 | 3.527 | 0.8894 |
| 4_1_cts | 46.39 | 3.621 | 0.8705 |
| 3_5_place_dp | 44.08 | 3.959 | 0.4678 |
| 3_3_place_gp | 44.08 | 3.969 | 0.4676 |
| 2_1_floorplan | - | 4.407 | 0.4517 |
## per-layer routing
metal | GRT usage, % | wire (um) | vias to the layer above
met5 | 0 | 0 | -
met4 | 1.531 | 90 | 0
met3 | 3.446 | 255 | 7
met2 | 28.10 | 4224 | 46
met1 | 25.33 | 4270 | 1664
li1 | - | - | 1703
## flip-flops by register name (all words and copies together) (netlist names)
| name | cells |
|---|---|
| Out_spi_cs_n | 1 |
| Out_spi_mosi | 1 |
| Out_spi_sclk | 1 |
| cnt_sclk1 | 32 |
| cnt_sclk2 | 32 |
| num_bit | 4 |
| start | 1 |
## power groups by stage
| stage | sequential (mW) | combinational (mW) | clock, mW |
|---|---|---|---|
| after CTS | 0.441 | 0.0179 | 0.411 |
| final | 0.441 | 0.0169 | 0.399 |
| after global routing | 0.441 | 0.0195 | 0.429 |
No activity file was given, so power comes from the tool's default toggle rates.
